===== run.sh =====
#!/bin/bash
# OpenROAD 26Q1-2900-gdf79404cd8, Yosys 0.63+post, stock flow scripts
make -C /OpenROAD-flow-scripts/flow DESIGN_CONFIG=/design/flow/config.mk WORK_HOME=/design/flow/orfs finish

===== config.mk =====
export PLATFORM = sky130hd
export DESIGN_NAME = bin2Dec
export DESIGN_NICKNAME = bin2Dec
export VERILOG_FILES = /design/flow/design.v
export SDC_FILE = /design/flow/constraint.sdc
export NUM_CORES = 4
export LEC_CHECK = 1
export CORE_AREA = 10 10 108 108
export DIE_AREA = 0 0 118 118

===== constraint.sdc =====
current_design bin2Dec

set clk_period 12.6
set clk_io_pct 0.2

create_clock -name clk0 -period $clk_period

set non_clock_inputs [all_inputs -no_clocks]
set_input_delay [expr $clk_period * $clk_io_pct] -clock clk0 $non_clock_inputs
set_output_delay [expr $clk_period * $clk_io_pct] -clock clk0 [all_outputs]

===== design.v =====
`timescale 1ns / 1ps
module decoder7Seg(
    input       wire        [3 : 0]     i_hex_value,
    output      wire        [7 : 0]     o_fnd_value
);
    reg [7 : 0] r_fnd_value;
    always @(i_hex_value)begin
        case(i_hex_value)
            4'h0    : r_fnd_value = 8'b0000_0011;   
            4'h1    : r_fnd_value = 8'b1001_1111;   
            4'h2    : r_fnd_value = 8'b0010_0101;   
            4'h3    : r_fnd_value = 8'b0000_1101;   
            4'h4    : r_fnd_value = 8'b1001_1001;   
            4'h5    : r_fnd_value = 8'b0100_1001;   
            4'h6    : r_fnd_value = 8'b0100_0001;   
            4'h7    : r_fnd_value = 8'b0001_1111;   
            4'h8    : r_fnd_value = 8'b0000_0001;   
            4'h9    : r_fnd_value = 8'b0001_1001;   
            4'hA    : r_fnd_value = 8'b0001_0001;   
            4'hB    : r_fnd_value = 8'b1100_0001;   
            4'hC    : r_fnd_value = 8'b0110_0011;   
            4'hD    : r_fnd_value = 8'b1000_0101;   
            4'hE    : r_fnd_value = 8'b0110_0001;   
            4'hF    : r_fnd_value = 8'b0111_0001;   
            default : r_fnd_value = 8'b1111_1101;   
        endcase
    end
    assign o_fnd_value = r_fnd_value;
endmodule
module decoder_7seg(
    input       wire        [3 : 0]     i_hex_value,
    output      wire        [7 : 0]     o_fnd_value
);
    reg [7 : 0] r_fnd_value;
    always @(i_hex_value)begin
        case(i_hex_value)
            4'h0    : r_fnd_value = 8'b0000_0011;   
            4'h1    : r_fnd_value = 8'b1001_1111;   
            4'h2    : r_fnd_value = 8'b0010_0101;   
            4'h3    : r_fnd_value = 8'b0000_1101;   
            4'h4    : r_fnd_value = 8'b1001_1001;   
            4'h5    : r_fnd_value = 8'b0100_1001;   
            4'h6    : r_fnd_value = 8'b0100_0001;   
            4'h7    : r_fnd_value = 8'b0001_1111;   
            4'h8    : r_fnd_value = 8'b0000_0001;   
            4'h9    : r_fnd_value = 8'b0001_1001;   
            4'hA    : r_fnd_value = 8'b0001_0001;   
            4'hB    : r_fnd_value = 8'b1100_0001;   
            4'hC    : r_fnd_value = 8'b0110_0011;   
            4'hD    : r_fnd_value = 8'b1000_0101;   
            4'hE    : r_fnd_value = 8'b0110_0001;   
            4'hF    : r_fnd_value = 8'b0111_0001;   
            default : r_fnd_value = 8'b1111_1101;   
        endcase
    end
    assign o_fnd_value = r_fnd_value;
endmodule
module bin2Dec(
        input       wire        [11 : 0]        i_bin,
        output      wire        [15 : 0]        o_bcd
    );
    reg [3 : 0] i;
    reg [15 : 0] r_bcd;
    always @(*) begin
        r_bcd = 0;
        for (i = 0; i < 12; i = i + 1)begin
            r_bcd = {r_bcd[14:0], i_bin[11-i]};
            if(i < 11 && r_bcd[3:0] > 4)    r_bcd[3:0]      =   r_bcd[3:0]   + 3;
            if(i < 11 && r_bcd[7:4] > 4)    r_bcd[7:4]      =   r_bcd[7:4]   + 3;
            if(i < 11 && r_bcd[11:8] > 4)   r_bcd[11:8]     =   r_bcd[11:8]  + 3;
            if(i < 11 && r_bcd[15:12] > 4)  r_bcd[15:12]    =   r_bcd[15:12] + 3;
        end
    end
    assign o_bcd = r_bcd;
endmodule
module fanFndSelector (
    input           wire                        i_reset,
    input           wire                        i_functionalFan_enable,
    input           wire        [3 : 0]         i_fnd_sel,
    input           wire        [3 : 0]         i_state_timer,
    input           wire        [7 : 0]         i_fnd_spin_decoder,
    input           wire        [7 : 0]         i_fnd_timer,
    output          wire        [7 : 0]         o_fnd
);
    localparam [3 : 0]                          STATE_NO_SET      = 4'b0001;
    localparam [3 : 0]                          STATE_TIME_SET_1H = 4'b0010;
    localparam [3 : 0]                          STATE_TIME_SET_3H = 4'b0100;
    localparam [3 : 0]                          STATE_TIME_SET_5H = 4'b1000;
    localparam [7 : 0]                          SEG_OFF = 8'b1111_1111;
    localparam [7 : 0]                          SEG_MID = 8'b1111_1101;
    reg [7 : 0]                                 r_fnd;
    always @(*) begin
        if (i_reset) begin
            r_fnd = SEG_OFF;
        end
        else begin
            if (!i_functionalFan_enable) begin
                r_fnd = SEG_MID;
            end
            else begin
                if (i_state_timer == STATE_NO_SET) begin
                    if (i_fnd_sel == 4'b0111) begin
                        r_fnd = i_fnd_spin_decoder;
                    end
                    else begin
                        r_fnd = SEG_OFF;
                    end
                end
                else begin
                    if (i_fnd_sel == 4'b0111) begin
                        r_fnd = i_fnd_spin_decoder;
                    end
                    else begin
                        r_fnd = i_fnd_timer;
                    end
                end
            end
        end
    end
    assign o_fnd = r_fnd;
endmodule

==> reports/results.ini <==
[finish]
stdcell_count=505
flop_area_sq_um=0
clkbuf_count=0
area_delta_synth_final_pct=14.98
final_core_util_pct=32.37
layout-drive-gt1-share_pct=16.76
flops=0

[critical_path]
arrival_ns=9.47
crit_top_cell=inv_1
cp.required_ns=10.08
cpPeakStageDelay_ns=0.57
cp-start-kind=primary input
end_kind=output port
critPathMaxFanout=19
crit_family=AND-OR/OR-AND gates
crit_buf_inv=7
crit_slowest_cell=clkdlybuf4s50_1
crit_cells=30
path_class=in2out

[floorplan]
ios=28
rows=35
die_w_um=118
fp-utilization_pct=28.15
die_h_um=118
fp.coreArea_sq_um=9284
dieArea_sq_um=13920

[logic_synthesis]
ys_sh_xor_pct=4.260
yosysSeqAreaShare_pct=0
syn_area_sq_um=2614
synthSimpleGateAreaFrac_pct=27.96
synthTopLogicFamily=AND-OR/OR-AND gates
ys_cells=364
syn_avg_cell_area_sq_um=7.181
synth_adder_area_share_pct=8.617
yosys_warnings=1
syn_inst=364
ys_sh_mux_pct=7.803
synth_chip_area_sq_um=2614
ys_sh_aoi_pct=43.61
ys_types=96

[sta]
rsz0062_at_grt=no
finalHoldViolCount=0
slew_violations=0
setup_viol=0
tns_ns=0
worst_slack_ns=0.6059
worstMarginPinSlew_ns=0.7074
fin_crit_ns=11.99
slew-limit-headroom_pct=52.69
finalClockPeriodUsage_pct=95.19
max_freq_mhz=83.37

[global_route]
antenna_found_initial=0
grt-ovfl-total=0
grt_pass1_wl_um=11380
grt_max_degree=20
grt_pass1_vias=2483
grt.total_usage_pct=8.999

[detailed_routing]
drc=0
antenna_cells=0
drtPass1Iterations=4
viasPerCell=5.572
drtIter0Drc=131
finalWirelength_um=6598
wire_per_inst_um=13.07
antenna_left=0
vias=2814

[pwr]
power_frac_seq_pct=0
switching_share_pct=47.04
ir_worst_vdd_v=0.0001195
pwr-share-comb_pct=100.0
leakagePower_nw=1.066
powerDensity_nw_per_um2=163.5
internal_power_mw=0.2603
p_clk_share_pct=0
total_power_mw=0.4915
switchingPower_mw=0.2312

[placed_design]
detailed_place_hpwl_um=5290
routabilityCongestion=0.9293
place_ws_ns=0.1038
dp_cells=505
port_buffers=25

[job]
stage_log_warnings=40
max_cap_viol_count=0

[worst_hold_path]
hold_depth=0
min_path_type=in2out

[status]
status=complete, no violations

[clock_tree]
cts_setup_buffers=0

layout by cell type (no fill, tap or decap), types with 3 or more instances in the layout:
| cell | count |
|---|---|
| mux2_2 | 3 |
| o21ai_2 | 3 |
| a311oi_1 | 3 |
| o21ai_1 | 4 |
| nor2_1 | 33 |
| o32a_1 | 3 |
| a21oi_1 | 19 |
| a211oi_1 | 7 |
| inv_1 | 21 |
| a31oi_1 | 9 |
| nor3_2 | 3 |
| or3_1 | 4 |
| a31o_2 | 3 |
| a221oi_1 | 3 |
| o21ai_0 | 12 |
| o31ai_2 | 3 |
| nor4_1 | 4 |
| o21a_1 | 7 |
| buf_4 | 6 |
| xnor2_1 | 8 |
| a21o_1 | 4 |
| ha_1 | 16 |
| and3_1 | 4 |
| clkdlybuf4s50_1 | 24 |
| and2_1 | 5 |
| mux2i_1 | 13 |
| nand2b_1 | 6 |
| nor3_1 | 18 |
| nand2_1 | 21 |
| a211oi_2 | 3 |
| a2111oi_2 | 3 |
| o211ai_1 | 7 |
| nand3_1 | 12 |
cells by family (layout without fill, tap and decap cells):
group | count (synthesis) | after routing
AND-OR/OR-AND | 140 | 140
adder cells (fa/ha/maj) | 18 | 18
AND/OR/NAND/NOR | 134 | 134
multiplexers | 19 | 19
buffers and inverters | 41 | 53
other | 1 | 1
XOR/XNOR | 11 | 11
timing repair:
item / in CTS / in global routing
gates resized: 0 / 11
hold buffers: 0 / 0
setup endpoints to repair: 0 / 12
layout make-up:
| type | instances | area (sq um) |
|---|---|---|
| fill | 996 | 6279 |
| timing repair buffer | 31 | 297.8 |
| multi-input combinational | 323 | 2464 |
| tap | 129 | 161.4 |
| inverter | 22 | 82.58 |
power groups by stage:
stage | Combinational [mW] | Sequential [mW] | Clock (mW)
after CTS | 0.497 | 0 | 0
final | 0.491 | 0 | 0
after global routing | 0.553 | 0 | 0
layer usage:
layer | track usage, % | routed length [um] | up-vias
met4 | 0.6955 | 23 | 0
met5 | 0 | 0 | -
met2 | 15.73 | 3249 | 65
met1 | 12.16 | 3045 | 1290
li1 | - | - | 1457
met3 | 0.7292 | 280 | 2
metrics by stage:
step,instance area (sq um),hold slack [ns]
global placement,2954,5.040
CTS,2954,5.040
floorplan,2614,5.071
detailed placement,2954,5.040
global route,3005,5.040
finish,3005,5.040
Yosys cell counts (4+ instances only):
cell       n  share of area [%]
o21ai_2    4                1.3
nand3_1   12                2.3
and2_1     5                1.2
nor4_1     4               0.96
o21ai_1    4               0.77
and3_1     4               0.96
o21a_1     8                2.3
a211oi_1   8                2.3
buf_4      5                1.4
ha_1      18                8.6
nand2_1   21                3.0
mux2i_1   13                5.0
a21o_1     4                1.1
nor3_1    19                3.6
nand2b_1   6                1.4
xnor2_1    8                2.7
buf_2      9                1.7
o211ai_1   7                2.0
a21oi_1   19                3.6
or3_1      4               0.96
o21ai_0   12                2.3
a31oi_1    9                2.2
inv_1     21                3.0
nor2_1    34                4.9
final timing paths:
kind	start	end	slack [ns]
worst max-delay path	i_bin[10]	o_bcd[6]	0.61
worst min-delay path	i_bin[0]	o_bcd[0]	5.04
Power is estimated from default activity; no workload was simulated.
